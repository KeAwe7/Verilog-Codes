===== design/flow/config.mk =====
export PLATFORM = sky130hd
export DESIGN_NAME = seven_segment_decoder
export DESIGN_NICKNAME = seven_segment_decoder
export VERILOG_FILES = /design/flow/design.v
export SDC_FILE = /design/flow/constraint.sdc
export NUM_CORES = 4
export LEC_CHECK = 1
export CORE_AREA = 10 10 70 70
export DIE_AREA = 0 0 80 80

===== design/flow/constraint.sdc =====
current_design seven_segment_decoder

set clk_period 1.2
set clk_io_pct 0.2

create_clock -name clk0 -period $clk_period

set non_clock_inputs [all_inputs -no_clocks]
set_input_delay [expr $clk_period * $clk_io_pct] -clock clk0 $non_clock_inputs
set_output_delay [expr $clk_period * $clk_io_pct] -clock clk0 [all_outputs]

===== design/flow/design.v =====
module seven_segment_decoder (
    input wire [2:0] binary_input,
    output reg [6:0] segBit
);
always @(*) begin
    case (binary_input)
        3'b000: segBit = 7'b1000000;  
        3'b001: segBit = 7'b1111001;  
        3'b010: segBit = 7'b0100100;  
        3'b011: segBit = 7'b0110000;  
        3'b100: segBit = 7'b0011001;  
        3'b101: segBit = 7'b0010010;  
        3'b110: segBit = 7'b0000010;  
        3'b111: segBit = 7'b1111000;  
        default: segBit = 7'b0000110;  
    endcase
end
endmodule

===== design/flow/run.sh =====
#!/bin/bash
# OpenROAD 26Q1-2900-gdf79404cd8, Yosys 0.63+post, stock flow scripts
make -C /OpenROAD-flow-scripts/flow DESIGN_CONFIG=/design/flow/config.mk WORK_HOME=/design/flow/orfs finish

==> impl_metrics.csv <==
group,metric,value,unit
pwr,clkPwrFrac,0,
global_route,grt_max_degree,10,
layout,area_growth,182,%
route,ant_nets,0,
layout,fill_cells,394,
sta,slew_violations,0,
synth,yosys.area.top_type,"ha_1",
sta,hold_viol_final,0,
route,initialDrtViolationCount,3,
synth,postSynthSeqShare,0,
global_route,grt-ovfl-total,0,
route,vias,161,
layout,layoutNonFillerInstCount,78,
critical_path,required,960,ps
pwr,peakVddDrop,32.7,uV
sta,rsz0062_at_grt,"true",
pwr,powerDensity,274,nW/um^2
clock_network,holdBufCountCts,0,
placement,place_ws,-864,ps
synth,yosys_area,144,sq um
placement,dpl-instance-area,320,sq um
sta,setup_viol,1,
route,met1_length,234,microns
die,rows,21,
critical_path,slowest_stage,"mux2_4",
job,warning_count,41,
global_route,grt_pass1_vias,192,
route,first_pass_iters,2,
layout,n_clock_buffer,0,
pwr,finalPower,0.111,mW
die,initial_core_util,0.0421,
route,top_layer,"met3",
global_route,grt_antenna_before_repair,0,
route,diodes,0,
critical_path,start_kind,"primary input",
synth,syn_area_per_cell,7.99,sq um
route,met2_length,246,microns
sta,tns,-30.1,ps
die,fp.dieH,80,microns
critical_path,path_common_cell,"buf_6",
pwr,power.leakage,0.163,nW
sta,fmax,0.813,GHz
job,cap_violations,0,
synth,synth.area.top_cells,"ha_1, mux2_4, buf_6",
critical_path,crit_chain,"buf_8 > inv_6 > buf_6 > ha_4 > mux2_4 > buf_6",
layout,final-seq-area,0,sq um
layout,seq_cells,0,
synth,netlist_instances,18,
route,routed_wl,545,microns
synth,ys_cells,18,
synth,common_cells,"ha_1, nor2_1, inv_1, o21ai_0",
sta,worst_pin_slew,185,ps
critical_path,slowest_delay,270,ps
synth,synth_area,144,sq um
synth,yosys.cell_count.top_type,"ha_1",
global_route,grt_util_all_layers,0.0169,
pwr,pwr-share-comb,1.000,
synth,ys_warn_count,1,
global_route,grt_first_pass_wirelength,910,microns
layout,design_area,405,sq um
sta,fin_crit,1230,ps
synth,top_cell_area_share,0.435,
die,core_area,3420,sq um
pwr,p_sw_frac,0.375,
placement,dp_cells,77,
critical_path,crit_type,"primary input to output pin",
route,drc,0,
critical_path,crit_fanout,2,
placement,place_congestion,0.630,
pwr,seqPwrFrac,0,
route,viasPerCell,2.06,
critical_path,cp.arrival,990,ps
sta,relSlewSlack,0.877,
sta,finalClockPeriodUsage,1.03,
placement,io_buffers,10,
status,outcome,"finished with violations",
pwr,switchingPower,0.0417,mW
status,violations,"negative setup slack",
layout,finalCoreUtilization,0.119,
worst_hold_path,worstHoldPathType,"primary input to output pin",
synth,ys_types,10,
route,wl_met3,64,microns
sta,worst_slack,-30.1,ps
layout,drive_above_1_share,0.750,
pwr,internal_power,0.0694,mW
die,chipArea,6400,sq um
route,wire_per_inst,6.99,microns
die,die_x,80,microns
sta,hold_slack,843,ps
die,boundaryPins,10,
critical_path,end_kind,"output pin",
## power groups by stage
stage / registers, mW / logic [mW] / clock network (mW)
finish: 0 / 0.111 / 0
CTS: 0 / 0.105 / 0
global route: 0 / 0.124 / 0
## per-layer routing
metal,global-route usage,vias up
met5,0,-
met4,0,0
met3,0.0102,0
met2,0.0305,6
met1,0.0171,69
li1,-,86
## repair_timing
action	in CTS	in global routing
gates resized	56	5
setup endpoints to repair	7	5
buffers inserted	1	0
pin swaps	1	2
## path summary, 6_finish.rpt
check             depth (start not counted)        end             from
setup / recovery                          6  segBit[0]  binary_input[1]
hold / removal                            4  segBit[6]  binary_input[1]
## cells by family after synthesis
| logic type | Yosys count | synth area share |
|---|---|---|
| buf+inv | 3 | 0.130 |
| simple gates | 6 | 0.226 |
| fa+ha+maj | 5 | 0.435 |
| mux | 1 | 0.104 |
| compound gates | 3 | 0.104 |
## cell type report
type                            instances  area, sq um  share of cell area
Tap cell                               46         57.6               0.142
Timing Repair Buffer                   15          150               0.370
Inverter                                2         20.0              0.0494
Multi-Input combinational cell         15          178               0.438
## layout by cell type, fill, tap and decap left out
cell and n:
clkbuf_2 1, ha_1 1, nor2_2 1, buf_2 3, inv_6 1, a21oi_1 1, buf_8 2, mux2_4 1
and2_4 1, inv_8 1, clkdlybuf4s15_2 1, o21ai_1 2, buf_6 7, nand2_1 1, clkdlybuf4s15_1 1, and2b_2 1
nor2_1 2, ha_4 4
## worst max-delay path, delay by kind of cell
family	cells	cell delay, ps
fa+ha+maj	1	150
mux	1	270
buf+inv	4	330
No activity file was given, so power comes from the tool's default toggle rates.
