--- /design/flow/run.sh ---
#!/bin/bash
# OpenROAD 26Q1-2900-gdf79404cd8, Yosys 0.63+post, stock flow scripts
make -C /OpenROAD-flow-scripts/flow DESIGN_CONFIG=/design/flow/config.mk WORK_HOME=/design/flow/orfs finish
--- /design/flow/config.mk ---
export PLATFORM = sky130hd
export DESIGN_NAME = mod13_counter
export DESIGN_NICKNAME = mod13_counter
export VERILOG_FILES = /design/flow/design.v
export SDC_FILE = /design/flow/constraint.sdc
export NUM_CORES = 4
export LEC_CHECK = 1
export CORE_AREA = 10 10 70 70
export DIE_AREA = 0 0 80 80
--- /design/flow/constraint.sdc ---
current_design mod13_counter

set clk_period 2.3
set clk_io_pct 0.2

create_clock -name clk0 -period $clk_period [get_ports {clk}]

set non_clock_inputs [all_inputs -no_clocks]
set_input_delay [expr $clk_period * $clk_io_pct] -clock clk0 $non_clock_inputs
set_output_delay [expr $clk_period * $clk_io_pct] -clock clk0 [all_outputs]
--- /design/flow/design.v ---
module bin_to_7seg (
    input [3:0] bin,
    output reg [6:0] seg
);
    always @(bin) begin
        case (bin)
            4'b0000: seg = 7'b1000000;  
            4'b0001: seg = 7'b1111001;  
            4'b0010: seg = 7'b0100100;  
            4'b0011: seg = 7'b0110000;  
            4'b0100: seg = 7'b0011001;  
            4'b0101: seg = 7'b0010010;  
            4'b0110: seg = 7'b0000010;  
            4'b0111: seg = 7'b1111000;  
            4'b1000: seg = 7'b0000000;  
            4'b1001: seg = 7'b0010000;  
            4'b1010: seg = 7'b0001000;  
            4'b1011: seg = 7'b0000011;  
            4'b1100: seg = 7'b1000110;  
            default: seg = 7'b1111111;  
        endcase
    end
endmodule
module mod13_counter (
    input wire clk,
    input wire reset,
    output wire [6:0] seg   
);
    reg [3:0] count;
    always @(posedge clk or posedge reset) begin
        if (reset)
            count <= 4'b0000;
        else if (count == 4'b1100)
            count <= 4'b0000;
        else
            count <= count + 1'b1;
    end
    bin_to_7seg display (.bin(count), .seg(seg));
endmodule
==> job_summary.md <==
## Implementation flow summary

| Metric | Value |
|---|---|
| Result of the run | complete, no violations |
| Pin count of the biggest net entering global routing | 18 |
| Fraction of layout instances using a drive strength above 1 | 0.298 |
| Mean cell area of the mapped netlist | 8.58 um2 |
| Crit share post-route | 0.964 |
| Leading register cell type out of synthesis | dfrtp_1 |
| Async set or reset register ratio after synthesis | 1.00 |
| Multiplexer fraction of the synthesized cell area | 0 |
| Final WS setup | 0.0837 ns |
| Slew margin rel. | 0.816 |
| Violation count after the first detailed-routing iteration | 2 |
| Boundary Pins | 9 |
| Number of synthesis warnings | 2 |
| Clock-pin slew reported for the worst setup and hold paths after clock tree synthesis | 0.04 ns |
| Clock tree from TritonCTS | done |
| Number of enable flip-flop cells | 0 |
| Max Cap Violations | 0 |
| Post-synthesis compound-gate area fraction | 0.292 |
| Adder-cell share of the synthesized area | 0.182 |
| Total of buffers placed on input and output ports | 8 |
| Cell type contributing the most total cell area after synthesis | dfrtp_1 |
| Max IR drop VDD | 106 uV |
| Count of vias placed by the detailed router | 379 |
| Flip-flop count of the largest register after layout | 4 |
| Class of the tightest hold or removal check | input pin to async pin |
| Die X | 80 um |
| Effective utilization at floorplan | 0.121 |
| Power density relative to cell area | 281 mW/mm2 |
| Required time of the worst setup path | 1.84 ns |
| Final instance count without filler cells | 103 |
| Overall die height | 80 um |
| Upper clock frequency limit | 451 MHz |
| CTS hold repair buffers | 0 |
| Critical Path Fanout Max | 7 |
| Num Clock Sinks | 4 |
| Antenna violations before repair | 0 |
| Count of final hold-check violations | 0 |
| Max Root-Sink Buffers | 2 |
| Number of warnings in the stage logs | 30 |
| Leading post-synthesis cells by cell area | dfrtp_1 24%, ha_1 18%, buf_6 5.5% |
| Summed standard-cell area reported by yosys | 412 um2 |
| Simple-gate share of the synthesized area | 0.155 |
| DRC violations left | 0 |
| CTS buffer count | 3 |
| Core region area | 0.00342 mm2 |
| Share of the yosys chip area belonging to registers | 0.243 |
| Synth-to-layout area growth | 37.7% |
| Final weighted congestion of routability-driven global placement | 0.697 |
| CP Launch Type | register |
| Post-CTS Repair Setup Buffers | 0 |
| Netlist area before placement | 412 um2 |
| Clock tree root driver cell | clkbuf_4 |
| # rows | 21 |
| Nature of the critical path endpoint | output pin |
| Measured slew at the worst slew-check pin | 0.277 ns |
| Die footprint | 0.00640 mm2 |
| Number of distinct library cells after synthesis | 22 |
| Post-DR wirelength/cell | 9.07 um |
| Critical setup path kind | register to output pin |
| Sum of routed wire length over all layers | 934 um |
| N_diodes | 0 |
| Final Skew | 0.00458 ns |
| Cell types with the highest counts after synthesis | 6 x ha_1, 4 x dfrtp_1, 4 x inv_1, 4 x nand2_1 |
| Final Critical Period | 2.22 ns |
| Filler instances | 398 |
| Iteration count of the initial detailed-routing pass | 4 |
| Top Registers | count: 4 flops |
| Dominant combinational cell family by area after synthesis | AND-OR/OR-AND gates |
| Cell area reported after detailed placement | 527 um2 |
| Aggregate global-route resource usage | 0.0299 |
| HPWL after detailed placement | 748 um |
| XOR-XNOR Cells, Area Fraction | 0 |
| Unrepaired setup endpoints after global routing | true |
| Most common cell in the netlist | ha_1 |
| Post-route standard cell area excluding fillers | 567 um2 |
| Final Setup Violations | 0 |
| Overflow left after global routing | 0 |
| Leakage component of the power | 0.000199 uW |
| Final max-slew violation count | 0 |
| Htree depth | 1 |
| Number of global-route vias before repair | 329 |
| Total Negative Setup Slacks | 0 ns |
| Fraction of post-synthesis cell area in the top cell type by area | 0.243 |
| Register name with the most flops | count |
| Global-route wire length before repair | 1580 um |
| Endpoint arrival time on the critical path | 1.76 ns |
| DRT antenna net count | 0 |
| Worst r2r path cells | 4 |
| Total of flip-flops plus latches after synthesis | 4 |
| Pre-CTS setup slack | 0.204 ns |
| Via-per-instance ratio | 3.68 |
| Number of cells after detailed placement | 100 |
| # Cells Yosys | 48 |
| Instance count of the mapped netlist | 48 |
| Clock latency at the later pin of the worst-skew pair | 0.23 ns |
[per-stage QoR]
stage | hold slack, ns | power [uW] | util
after floorplan | 0.226 | 72.8 | -
after global placement | 0.599 | 74.8 | 0.154
after detailed placement | 0.602 | 74.9 | 0.154
after CTS | 0.422 | 165 | 0.162
after global routing | 0.436 | 169 | 0.166
final | 0.415 | 159 | 0.166
[where the power goes]
group / internal (uW) / leakage, uW / switching, uW / total (uW)
Combinational: 1.60 / 0.000142 / 1.44 / 3.03
Sequential: 70.8 / 0.0000429 / 0 / 70.8
Clock: 58.2 / 0.0000138 / 27.3 / 85.5
[worst paths after layout]
kind	start	to	slack, ns
worst max-delay path	count[1]	seg[3]	0.08
worst min-delay path	reset	count[0]	0.42
worst max register to register	count[1]	count[2]	1.09
worst min register to register	count[0]	count[3]	0.61
max in group asynchronous	reset	count[2]	1.72
min in group clk0	count[0]	count[3]	0.61
[placed cells by master (no fill, tap or decap), types with 2 or more instances in the layout]
master	instances
nand3_1	2
and2_1	2
inv_1	3
nand2_1	4
dfrtp_2	3
clkbuf_4	3
a21oi_1	3
inv_2	3
o21ai_1	3
ha_2	2
o211ai_1	2
clkdlybuf4s50_1	8
o31ai_1	3
ha_1	4
[logic make-up after synthesis]
| group | after synthesis |
|---|---|
| adder cells (fa/ha/maj) | 6 |
| flip-flops | 4 |
| AND/OR/NAND/NOR | 12 |
| AND-OR/OR-AND | 17 |
| buffers and inverters | 9 |
[metal layers]
metal	wire (um)	GRT usage	vias to the layer above
li1	-	-	192
met1	430	0.0380	176
met2	398	0.0409	9
met3	85	0.0170	2
met4	21	0.0106	0
met5	0	0	-
[what timing repair did]
| item | in CTS | in global routing |
|---|---|---|
| setup endpoints to repair | 3 | 5 |
| resized | 2 | 6 |
| gates cloned | 0 | 0 |
[worst max-delay path, stage by stage, from the launching register on]
cell	delay, ns
dfrtp_2	0.45
inv_2	0.11
ha_2	0.29
a21oi_2	0.11
o21a_1	0.12
clkdlybuf4s50_1	0.45
[cell type report]
cell class / count / area [um2] / share of cell area
timing repair buffer: 9 / 87.6 / 0.155
tap: 46 / 57.6 / 0.102
inverter: 6 / 22.5 / 0.0397
sequential: 4 / 104 / 0.183
multi-input combinational: 35 / 273 / 0.481
clock buffer: 3 / 22.5 / 0.0397
Power figures rest on the tool's default switching activity, not on a simulated workload.
