**flow/run.sh**
```bash
#!/bin/bash
# OpenROAD 26Q1-2900-gdf79404cd8, Yosys 0.63+post, stock flow scripts
make -C /OpenROAD-flow-scripts/flow DESIGN_CONFIG=/design/flow/config.mk WORK_HOME=/design/flow/orfs finish
```
**flow/config.mk**
```make
export PLATFORM = sky130hd
export DESIGN_NAME = bcd_to_7seg
export DESIGN_NICKNAME = bcd_to_7seg
export VERILOG_FILES = /design/flow/design.v
export SDC_FILE = /design/flow/constraint.sdc
export NUM_CORES = 4
export LEC_CHECK = 1
export CORE_AREA = 10 10 70 70
export DIE_AREA = 0 0 80 80
```
**flow/constraint.sdc**
```tcl
current_design bcd_to_7seg

set clk_period 1.0
set clk_io_pct 0.2

create_clock -name clk0 -period $clk_period

set non_clock_inputs [all_inputs -no_clocks]
set_input_delay [expr $clk_period * $clk_io_pct] -clock clk0 $non_clock_inputs
set_output_delay [expr $clk_period * $clk_io_pct] -clock clk0 [all_outputs]
```
**flow/design.v**
```verilog
module bcd_to_7seg(input [3:0] bcd, output reg [6:0] seg);
    always @(*) begin
        case (bcd)
            4'b0000: seg = 7'b1000000;  
            4'b0001: seg = 7'b1111001;  
            4'b0010: seg = 7'b0100100;  
            4'b0011: seg = 7'b0110000;  
            4'b0100: seg = 7'b0011001;  
            4'b0101: seg = 7'b0010010;  
            4'b0110: seg = 7'b0000010;  
            4'b0111: seg = 7'b1111000;  
            4'b1000: seg = 7'b0000000;  
            4'b1001: seg = 7'b0010000;  
            4'b1010: seg = 7'b0001000;  
            4'b1011: seg = 7'b0000011;  
            4'b1100: seg = 7'b1000111;  
            4'b1101: seg = 7'b0100001;  
            4'b1110: seg = 7'b0000110;  
            4'b1111: seg = 7'b0001110;  
            default: seg = 7'b1111111;  
        endcase
    end
endmodule
```
==> Slide: Implementation Results <==
Run Summary

Status
  – Status: finished with violations
  – Violated checks: negative setup slack

Routing
  – Initial DRT Pass Iterations: 2
  – Diodes inserted: 0
  – Wire per inst: 8.85 um
  – Via density: 3.09
  – Number of routed nets with antenna violations: 0
  – DRC Markers: 0
  – Initial DRC Count: 4
  – Detailed Route WL: 858 um
  – Detailed-route via count: 300

Die
  – IO Pins: 11
  – Die X: 80 um
  – Fp util: 0.0788
  – DIE AREA: ~6400 um2
  – Die height: 80 um
  – Core footprint: 3420 um2
  – Placement row count: 21

Critical path
  – Critical path class: in2out
  – Worst path bufs/invs: 4
  – CP max-delay cell: mux4_2
  – Worst EP arrival: 1.21 ns
  – Startpoint types: input port
  – Crit-path max FO: 5
  – Crit end category: output pin
  – Critical Path Start: bcd[0]
  – Critical Path, Cell by Cell: buf_12 > inv_12 > ha_4 > inv_4 > mux4_2 > buf_2
  – Crit path DRT: 0.80 ns
  – Top cell family by delay on the critical path: multiplexers
  – Max incr delay on CP: 0.45 ns

Power and ir drop
  – Clock power frac: 0
  – Leakage power: 0.260 nW
  – Maximum VDD drop: 0.000164 V
  – P per Cell Area: approximately 370 nW/um2
  – Combinational share of power: 1.000
  – Reg power frac: 0
  – Int Pwr: 0.137 mW
  – Net Sw Power: about 0.094 mW
  – Sw Share: 0.405

STA
  – Setup WS post-layout: -0.411 ns
  – Slew @ Worst Pin: 0.212 ns
  – Final Setup Violations: 7
  – RSZ-0062 raised after global routing: true
  – Setup TNS: -1.86 ns
  – Rel. slew slack: 0.858
  – Highest clock rate: 709 MHz
  – Post-route minimum period: 1.41 ns
  – Final worst path period share: 1.41
  – Fin. max-slew vios: 0
  – Final Hold Fails: 0

Hold path
  – Min-Delay Startpoint: bcd[0]
  – HP Class: in2out

Synth
  – Syn_area_per_cell: 8.97 um2
  – Syn. warnings: 1
  – Yosys cell count: 30
  – Max-area cell share: 0.326
  – Unique masters post-synth: 14
  – Top cells by area: ha_1 (33%), mux2i_1 (11%), mux4_1 (9.8%), mux4_2 (8.4%), mux2_4 (5.6%)
  – Cells after Synth: 30
  – Yosys synthesis chip area: roughly 270 um2
  – Post-synth seq share: 0
  – Leading area contributor after synthesis: ha_1
  – Post-synthesis cell area: 269 um2

GRT
  – Initial antenna violation count: 0
  – Largest net degree at the start of global routing: 11
  – First-pass GRT wire length: 1.37 mm
  – Number of global-route vias before repair: 303
  – Total GRT Usage: 0.0250
  – GR Overflow Total: 0

Placement
  – Post-DP HPWL: roughly 640 um
  – # port buffers: 11
  – Cell Area, Placed: 528 um2
  – RePlAce Congestion: 0.706

Layout
  – Share of cells above drive strength 1: 0.765
  – Fillers: ~380
  – Flops: 0
  – Area delta synth->final: 129%
  – Logic area: 319 um2
  – Layout Utilization: 0.181
  – Final Cell Area: 617 um2
  – Layout clock buffers: 0
  – Reg area: 0 um2

CTS
  – Post-cts hold buffer count: 0

Job
  – Tool warnings: 41
  – Max-cap violations: 0
per-layer routing:
layer / vias up / global-route usage / share of wire
met3: 0 / 0.0114 / 0.12
met5: - / 0 / 0
li1: 150 / - / -
met4: 0 / 0 / 0
met2: 9 / 0.0353 / 0.42
met1: 141 / 0.0359 / 0.46
cell usage after synthesis (2+ instances only):
cell and count:
inv_1 3, nand2_1 3, mux2i_1 3, ha_1 7, nor2_1 4, o21ai_0 2
area by class of cell:
cell class / count / share of cell area
tap: 46 / 0.0933
multi-input combinational: 25 / 0.517
timing repair buffer: 23 / 0.327
inverter: 3 / 0.0629
path summary, 6_finish.rpt:
check	cells after the start	to	slack, ns
min	3	seg[1]	0.76
max	6	seg[3]	-0.41
power by group through the flow:
stage / combinational [mW] / sequential, mW / clock [mW]
after CTS: 0.219 / 0 / 0
after global routing: 0.254 / 0 / 0
final: 0.231 / 0 / 0
kinds of logic after synthesis:
group | share of synthesized area
multiplexers | 0.349
adder cells (fa/ha/maj) | 0.326
buffers and inverters | 0.102
AND-OR/OR-AND | 0.126
AND/OR/NAND/NOR | 0.0977
stage by stage:
step	std cells	hold WS [ns]	setup slack, ns	total power [mW]
3_3_place_gp	94	1.57	-1.24	0.198
2_1_floorplan	30	0.500	-0.0917	0.0840
6_report	97	0.756	-0.411	0.231
3_5_place_dp	94	1.58	-1.23	0.200
5_1_grt	97	0.778	-0.432	0.254
4_1_cts	97	0.864	-0.503	0.219
layout by cell type (no fill, tap or decap), types with 2 or more instances in the layout:
cell,count
buf_12,2
buf_2,7
buf_4,6
buf_6,5
clkbuf_2,2
ha_2,2
ha_4,5
inv_12,2
mux2i_1,3
mux4_2,2
nand2_1,2
nor2_1,3
what timing repair did:
action / in CTS / in global routing
pin swaps: 5 / 5
setup endpoints to repair: 7 / 7
gates resized: 54 / 16
buffers inserted: 3 / 4
No activity file was given, so power comes from the tool's default toggle rates.
